--- design/flow/config.mk ---
export PLATFORM = sky130hd
export DESIGN_NAME = BCD
export DESIGN_NICKNAME = BCD
export VERILOG_FILES = /design/flow/design.v
export SDC_FILE = /design/flow/constraint.sdc
export NUM_CORES = 4
export LEC_CHECK = 1
export CORE_AREA = 10 10 70 70
export DIE_AREA = 0 0 80 80
--- design/flow/constraint.sdc ---
current_design BCD

set clk_period 1.5
set clk_io_pct 0.2

create_clock -name clk0 -period $clk_period

set non_clock_inputs [all_inputs -no_clocks]
set_input_delay [expr $clk_period * $clk_io_pct] -clock clk0 $non_clock_inputs
set_output_delay [expr $clk_period * $clk_io_pct] -clock clk0 [all_outputs]
--- design/flow/design.v ---
module BCD (input [3:0] bcd, output reg [6:0] seg, output [3:0] An);
assign An = 4'b1110;
always @ (*) begin 
  case(bcd)                      
      4'b0000: seg = 7'b1111110;  
		4'b0001: seg = 7'b0110000;  
		4'b0010: seg = 7'b1101101;  
		4'b0011: seg = 7'b1111001;  
		4'b0100: seg = 7'b0110011;  
		4'b0101: seg = 7'b1011011;  
		4'b0110: seg = 7'b0011111;  
		4'b0111: seg = 7'b1110000;  
		4'b1000: seg = 7'b1111111;  
	   4'b1001: seg = 7'b1110011;  
	   4'b1010: seg = 7'b1110111;  
	   4'b1011: seg = 7'b0011111;  
	   4'b1100: seg = 7'b1001110;  
	   4'b1101: seg = 7'b0111101;  
		4'b1110: seg = 7'b1001111;  
		4'b1111: seg = 7'b1000111;  
  endcase
  end
endmodule
--- design/flow/run.sh ---
#!/bin/bash
# OpenROAD 26Q1-2900-gdf79404cd8, Yosys 0.63+post, stock flow scripts
make -C /OpenROAD-flow-scripts/flow DESIGN_CONFIG=/design/flow/config.mk WORK_HOME=/design/flow/orfs finish
==> impl_metrics.tcl <==
# implementation run metrics
set metrics [dict create \
    antenna_found_initial 0 \
    power_switching_share_pct 44.6 \
    io_pins 15 \
    fmax_mhz 690 \
    p_comb_share_pct 100.0 \
    dieArea_mm2 0.00640 \
    postCtsHoldBufs 0 \
    seqPwrFrac_pct 0 \
    die_w_um 80 \
    dp_cells 108 \
    crit_family "AND-OR/OR-AND gates" \
    drtIter0Drc 16 \
    synth_cell_types 20 \
    dp_hpwl_um 732 \
    regArea_um2 0 \
    crit_path_max_fanout 4 \
    required_ps 1200 \
    grt_pass1_vias 325 \
    layout_top_cells "buf_4 (9), buf_2 (6), a21oi_1 (5)" \
    end_kind "primary output" \
    antennaDiodeCount 0 \
    fin_hold_ws_ps 1070 \
    warnings 40 \
    hp-start "bcd[1]" \
    routed-via-count 339 \
    slew_viol_final 0 \
    peakVddDrop_uv 35.2 \
    instances_no_fill 109 \
    grt_pass1_wl_um 1390 \
    drc_errors 0 \
    layout-drive-gt1-share_pct 57.1 \
    place.gp.congestion 0.777 \
    ys_area_um2 314 \
    yosysWarningCount 1 \
    initial_utilization_pct 9.19 \
    grt_use_total_pct 2.49 \
    worstHoldPathCells 5 \
    grt_overflow 0 \
    hold_viol_final 0 \
    die_h_um 80 \
    dr.pass1.iters 2 \
    outcome "completed" \
    coreArea_mm2 0.00342 \
    slowest_stage "o32a_1" \
    comb_area_um2 319 \
    core.rowCount 21 \
    p_int_mw 0.0728 \
    lay_top_count "buf_4" \
    maxCapViolCount 0 \
    slowest_delay_ps 320 \
    postSynthAreaPerCell_um2 6.98 \
    vias_per_cell 3.11 \
    wirelength_um 879 \
    numPortBuffers 11 \
    worstPathCellList "buf_6 > inv_4 > ha_4 > nor2b_1 > o32a_1 > buf_2" \
    p_per_area_mw_per_mm2 230 \
    hold_path_class "primary input to primary output" \
    grt_max_degree 9 \
    worstSetupPathType "primary input to primary output" \
    setup_viol_count_final 0 \
    power.total_mw 0.131 \
    critPathBufInv 3 \
    p_leak_nw 0.243 \
    hold-path-endpoint "seg[0]" \
    fill_cells 385 \
    ys_cells 45 \
    p_clk_share_pct 0 \
    p_sw_mw 0.0586 \
    routedWlPerCell_um 8.06 \
    clkbuf_count 0 \
    arrival_ps 1150 \
    syn2layout_area_growth_pct 81.7 \
    syn_inst 45 \
    cp-start-kind "primary input" \
    rsz0062_at_grt "yes" \
    finalCritPeriodShare_pct 96.7 \
    fin_crit_ps 1450 \
    postSynthSeqShare_pct 0 \
    seq_cells 0 \
    synth_area_um2 314 \
    ant_nets 0 \
]
==> Yosys cell counts (all sizes together) <==
cell type / number / area [um^2]
a21oi: 5 / 25.0
conb: 2 / 7.51
nand2: 3 / 13.8
o21ai: 3 / 15.0
nor3b: 1 / 7.51
nor2b: 2 / 12.5
ha: 7 / 87.6
buf: 6 / 46.3
mux2i: 2 / 20.0
a21o: 1 / 7.51
a211oi: 1 / 7.51
inv: 6 / 22.5
o32a: 1 / 10.0
mux2: 1 / 11.3
nor3: 2 / 10.0
a31oi: 1 / 6.26
nor2: 1 / 3.75
==> stage by stage <==
step	instance area, um^2	TNS (ps)	utilization [%]	setup WS (ps)
4_1_cts	554	-20.1	16.2	-10.9
2_1_floorplan	322	0	-	258
5_1_grt	571	-21.7	16.7	-15.2
3_5_place_dp	518	-5430	15.2	-831
6_report	571	0	16.7	49.9
3_3_place_gp	518	-5380	15.2	-807
==> layout make-up <==
cell class,count,share of cell area (%)
Inverter,6,5.26
Multi-Input combinational cell,35,55.9
Tap cell,46,10.1
Timing Repair Buffer,22,28.7
==> metal layers <==
metal / track usage (%) / routed length, um
met5: 0 / 0
met1: 3.03 / 385
met3: 0.568 / 70
met2: 4.57 / 423
met4: 0 / 0
==> worst max-delay path by stage <==
stage,startpoint,endpoint,cells past startpoint
global route,bcd[0],seg[4],8
CTS,bcd[1],seg[3],7
finish,bcd[0],seg[2],6
==> what timing repair did <==
item,in CTS,in global routing
setup buffers,1,0
endpoints found under the setup margin,7,6
resized,50,15
pin swaps,3,4
==> power by group through the flow <==
stage	clock, mW	sequential, mW	combinational (mW)
after CTS	0	0	0.127
after global routing	0	0	0.148
final	0	0	0.131
==> logic make-up (layout without fill, tap and decap cells) <==
logic type,Yosys count,in the layout,share of synthesized area (%)
other,2,4,2.39
adders and majority gates,7,7,27.9
muxes,3,3,9.96
AOI/OAI and AO/OA,12,12,22.7
and+or+nand+nor,9,9,15.1
buffers and inverters,12,28,21.9
Power figures rest on the tool's default switching activity, not on a simulated workload.
