===== design.v =====
module BCDtoSSeg (BCD, SSeg, an);
  input [3:0] BCD;
  output reg [0:6] SSeg;
  output [3:0] an;
assign an=4'b1110;
always @ ( * ) begin
  case (BCD)
   4'b0000: SSeg = 7'b0000001;  
	4'b0001: SSeg = 7'b1001111;  
	4'b0010: SSeg = 7'b0010010;  
	4'b0011: SSeg = 7'b0000110;  
	4'b0100: SSeg = 7'b1001100;  
	4'b0101: SSeg = 7'b0100100;  
	4'b0110: SSeg = 7'b0100000;  
	4'b0111: SSeg = 7'b0001111;  
	4'b1000: SSeg = 7'b0000000;  
	4'b1001: SSeg = 7'b0000100;  
   4'ha: SSeg = 7'b0001000;  
   4'hb: SSeg = 7'b1100000;
   4'hc: SSeg = 7'b0110001;
   4'hd: SSeg = 7'b1000010;
   4'he: SSeg = 7'b0110000;
   4'hf: SSeg = 7'b0111000;
    default:
    SSeg = 0;
  endcase
end
endmodule
`timescale 1ns / 1ps
module display(
    input [15:0] num,
    input clk,
    output [0:6] sseg,
    output reg [3:0] an,
	 input rst,
	 output led
    );
reg [3:0]bcd=0;
BCDtoSSeg bcdtosseg(.BCD(bcd), .SSeg(sseg));
reg [26:0] cfreq=0;
wire enable;
assign enable = cfreq[16];
assign led =enable;
always @(posedge clk) begin
  if(rst==1) begin
		cfreq <= 0;
	end else begin
		cfreq <=cfreq+1;
	end
end
reg [1:0] count =0;
always @(posedge enable) begin
		if(rst==1) begin
			count<= 0;
			an<=4'b1111; 
		end else begin 
			count<= count+1;
			an<=4'b1101; 
			case (count) 
				2'h0: begin bcd <= num[3:0];   an<=4'b1110; end 
				2'h1: begin bcd <= num[7:4];   an<=4'b1101; end 
				2'h2: begin bcd <= num[11:8];  an<=4'b1011; end 
				2'h3: begin bcd <= num[15:12]; an<=4'b0111; end 
			endcase
		end
end
endmodule

===== config.mk =====
export PLATFORM = sky130hd
export DESIGN_NAME = display
export DESIGN_NICKNAME = display
export VERILOG_FILES = /design/flow/design.v
export SDC_FILE = /design/flow/constraint.sdc
export NUM_CORES = 4
export LEC_CHECK = 1
export CORE_UTILIZATION = 30

===== run.sh =====
#!/bin/bash
# OpenROAD 26Q1-2900-gdf79404cd8, Yosys 0.63+post, stock flow scripts
make -C /OpenROAD-flow-scripts/flow DESIGN_CONFIG=/design/flow/config.mk WORK_HOME=/design/flow/orfs finish

===== constraint.sdc =====
current_design display

set clk_period 3.8
set clk_io_pct 0.2

create_clock -name clk0 -period $clk_period [get_ports {clk}]

set non_clock_inputs [all_inputs -no_clocks]
set_input_delay [expr $clk_period * $clk_io_pct] -clock clk0 $non_clock_inputs
set_output_delay [expr $clk_period * $clk_io_pct] -clock clk0 [all_outputs]

==> reports/metrics.yaml <==
edf_count: 4
final_cells: 240
synth_top_flop_cell: "dfxtp_1"
pre_cts_slack_ps: 1490
num_antenna_cells: 0
finalCriticalPeriod_ps: 2080
fmax_mhz: 481
slew_headroom_pct: 42.9
cts.repair.resized: 0
hold_depth: 2
drt_iter0_drc: 33
critPathBufInv: 1
vias_per_cell: 4.90
p_leak_nw: 0.710
initCoreUtil_pct: 31.1
fin_hold_ws_ps: 480
cellPowerDensity_nw_per_um2: 191
finalCritPeriodShare_pct: 54.8
first_pass_iters: 4
setup_ws_ps: 1720
ant_nets: 0
track_usage_pct: 10.8
ios: 30
clkLatencyLatePin_ps: 250
dp.cells: 236
critPathTopFamily: "flip-flops"
grt_pass1_vias: 1064
untimed_endpoints: 25
r2r_setup_slack_ps: 2100
vdd_drop_max_v: 0.000323
min_to: "cfreq[12]"
cap_violations: 0
post-cts-setup-buffers: 0
grt_max_degree: 26
start_kind: "flip-flop"
outcome: "completed"
top_area_share_pct: 31.5
rows: 25
r2r-start: "cfreq[5]"
cp_max_fo: 13
path_depth: 1
yosysMostFrequentCell: "dfxtp_1"
worstMarginPinSlew_ps: 853
synthToLayoutAreaGrowth_pct: 26.0
rsz0062_at_grt: "no"
die_h_um: 71.8
tns_ps: 0
die_x_um: 71.8
antenna_found_initial: 0
synthDistinctLibCells: 28
drive_gt1_share_pct: 6.99
chip_area_um2: 5150
wirelength_mm: 2.62
tool_warnings: 34
critPathKind: "reg -> out"
crit_arrival_ps: 1320
syn-cell-area_um2: 1460
root_buffer: "clkbuf_8"
unclocked_regs: 10
num_vias: 1176
yosys_area_um2: 1460
hp-start: "cfreq[12]"
ys.flops: 27
path_cells: "clkdlybuf4s50_1"
min_path_type: "reg -> reg"
r2r-end: "cfreq[15]"
slew_violations: 0
drc: 0
port_buffers: 29
synthesis.instances: 159
h-tree-depth: 1
timing_hold_violations_final: 0
r2r_cells: 3
cts_inserted_buffers: 3
cts_tree: "yes"
postCtsHoldBufs: 0
skew_ps: 6.68
core_um2: 4690
crit_required_ps: 3040
cpMaxStageDelayCell: "dfxtp_1"
syn_avg_cell_area_um2: 9.18
area_leaders: "dfxtp_1 (32%), ha_1 (10%), edfxtp_1 (8.2%)"
path_clk_slew_ps: 70
grt_pass1_wl_mm: 4.50
clk_path_buf_depth: 2
gp_congestion: 0.791
yosys_warnings: 2
grt.overflow.total: 0
ys_cells: 159
hpwl_mm: 1.96
top_area_cell: "dfxtp_1"
common_cells: "dfxtp_1 (23), nor2_1 (14), inv_1 (13)"
drt-wirelength-per-cell_um: 10.9
setup_viol: 0
async_flop_share_pct: 0
synth_seq_share_pct: 39.8
cpPeakStageDelay_ps: 540
endpoint_kind: "primary output"
==> cells by family after synthesis <==
group | count (synthesis) | share of synthesized area [%]
AND/OR/NAND/NOR | 56 | 20.9
multiplexers | 14 | 10.1
adder cells (fa/ha/maj) | 12 | 10.3
flip-flops | 27 | 39.8
AND-OR/OR-AND | 28 | 12.1
XOR/XNOR | 3 | 1.80
buffers and inverters | 19 | 5.06
==> cell type report <==
class	count	area [µm²]
Clock buffer	3	41.3
Clock inverter	1	5.00
Fill cell	484	2850
Inverter	13	48.8
Multi-Input combinational cell	113	806
Sequential cell	27	581
Tap cell	54	67.6
Timing Repair Buffer	29	290
==> cell usage in the layout, fill, tap and decap left out, types with 3 or more instances in the layout <==
cell type and n:
o31ai_1 4, clkbuf_8 3, a21oi_1 10, nor4_1 5
dfxtp_1 23, a222oi_1 4, nor2b_1 6, mux2_2 6
o21ai_0 8, inv_1 13, or4_1 4, clkdlybuf4s50_1 29
nand3_1 6, edfxtp_1 4, nand2_1 11, nand4_1 3
nor2_1 14, mux2i_1 8, ha_1 12
==> where the power goes <==
part | switching (mW) | total, mW | internal, mW
Clock | 0.0602 | 0.133 | 0.0726
Combinational | 0.0120 | 0.0321 | 0.0201
Sequential | 0.00344 | 0.186 | 0.182
==> flip-flops by register name, indices dropped and copies added, names as in the netlist <==
register,cells
cfreq,17
an,4
bcd,4
count,2
==> how the worst max path moves through the flow <==
stage,startpoint,slack (ps),end
4_1_cts,cfreq[16],1690,led
6_report,cfreq[16],1720,led
5_1_grt,cfreq[16],1620,led
==> per-layer routing <==
layer  GRT usage (%)  share of wire [%]
met1            15.3                 50
met2            18.8                 46
met4           0.654               0.88
met3            1.43                3.0
met5               0                  0
==> through the flow <==
stage,power [mW],util [%],instance area [µm²]
final,0.350,39.2,1840
after global placement,0.222,38.2,1790
after global routing,0.369,39.2,1840
after detailed placement,0.222,38.2,1790
after floorplan,0.201,-,1460
after CTS,0.355,39.2,1840
Power is estimated from default activity; no workload was simulated.
